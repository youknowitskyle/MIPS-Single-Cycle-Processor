**constraint.sdc**
```tcl
current_design alu_one

set clk_period 18.5
set clk_io_pct 0.2

create_clock -name clk0 -period $clk_period

set non_clock_inputs [all_inputs -no_clocks]
set_input_delay [expr $clk_period * $clk_io_pct] -clock clk0 $non_clock_inputs
set_output_delay [expr $clk_period * $clk_io_pct] -clock clk0 [all_outputs]
```
**config.mk**
```make
export PLATFORM = sky130hd
export DESIGN_NAME = alu_one
export DESIGN_NICKNAME = alu_one
export VERILOG_FILES = /design/flow/design.v
export SDC_FILE = /design/flow/constraint.sdc
export NUM_CORES = 4
export LEC_CHECK = 1
export CORE_UTILIZATION = 50
```
**design.v**
```verilog
module alu_one(input signed [31:0] a, b,
            input [2:0] f,
            output reg [31:0] y,
            output reg zero);
    always @ (a, b, f) begin
        case (f)
            3'b000: y = a & b;
            3'b001: y = a | b;
            3'b010: y = a + b;
            3'b100: y = a & ~b;
            3'b101: y = a | ~b;
            3'b110: y = a - b;
            3'b111: y = a < b ? 32'b1 : 32'b0;
        endcase
        if (y == 0)
            zero = 1;
        else
            zero = 0;
    end
endmodule
```
**run.sh**
```bash
#!/bin/bash
# OpenROAD 26Q1-2900-gdf79404cd8, Yosys 0.63+post, stock flow scripts
make -C /OpenROAD-flow-scripts/flow DESIGN_CONFIG=/design/flow/config.mk WORK_HOME=/design/flow/orfs finish
```
==> changes_impl.md <==
## Flow update

- Endpoints left unconstrained: ~64
- Hold-fix buffers, CTS: 0
- EDFF count, synth: 0
- Worst Hold Class: input port to output port
- Crit path DAT: 8.54 ns
- Post-Synthesis Cells: between 800 and 900
- Mean Syn Cell Area: 6.71 um2
- Final worst slack: about 6.3 ns
- Maximum clock rate: 0.0817 GHz
- Cell variety after synth: between 70 and 80
- Synth Warn #: 1
- Post-synth ARST share: 0%
- Flop area: between 400 and 500 um2
- Largest net degree at the start of global routing: about 63
- Max-cap check violation count: 0
- LEAKAGE: roughly 2.7 nW
- Final min period: 12.24 ns
- Wire length per cell: between 15 and 20 um
- Most used logic cell in the final layout: a21oi_1
- Die Height: 108 um
- Fin Hold WS: around 8.6 ns
- Total Neg Setup Slack: 0 ns
- Setup WS pre-CTS: roughly 6.4 ns
- CP required: around 15 ns
- Area grow syn2layout: 18.0%
- Worst vdd ir: between 0.015 and 0.02 mV
- DP Area: around 6600 um2
- DR pass1 iterations: 5
- Cell count after placement: ~1000
- Initial antenna violation count: 0
- Yosys stat chip area: about 5600 um2
- Startpoint types: input port
- Top cells by area, synth: ha_1, a21oi_1, dlxtn_1, nor2_1, inv_1
- Routability congestion estimate: between 1 and 1.5
- Vias: approximately 6700
- RSZ-0062 raised after global routing: false
- Worst-Margin Slew: roughly 0.8 ns
- Final non-filler cell area: roughly 6600 um2
- PD cells: between 20 and 30 nW/um2
- #FFs+latches synth: 32
- Number of I/O port buffers: roughly 100
- Post_cts resized: 0
- Met3 WL: about 1500 um
- Fin. Hold Viols: 0
- Post-route ant nets: 0
- Total grt overflow: 0
- Vias in the first global route: between 5000 and 6000
- Share of cells above drive strength 1: about 2.6%
- Routed Wire Length: a little under 20000 um
- Vias per cell: ~6.5
- Core Util, Final: 60.6%
- Worst-path maximum fanout: 13
- Die area: 11600 um2
- Kind of critical path: input port to output port
- Chip Width: about 110 um
- Non-Filler Instances: 1021
- Final setup viols: 0
- DR DRC count: 0
- Commonest flop: dlxtn_1
- Cycle use final: between 60% and 70%
- Io pins: 100
- Global-route wire length before repair: slightly above 30000 um
- Initial DRC count: roughly 630
- Fp_density: between 50% and 60%
- Total core area: approximately 11000 um2
- Met1 WL: 9360 um
- Fillers: roughly 1000
- Total power: between 0.15 and 0.2 mW
- Highest routed layer: met4
- Max-slew violation count: 0
- Crit. End Element: output port
- Status: finished clean
- Routed met2 length: roughly 8400 um
- DP Wirelength: approximately 15000 um
- N_diodes: 0
- Logic area: approximately 4600 um2
- Rows: 38
- # Post-CTS Setup Buffers: 0
- Total GRT Usage: around 34%
- Yosys top cell area share: between 10 and 15%
- OpenROAD warning count: approximately 64
- # Cells Yosys: about 830
- Top cells excl fill/tap: a21oi_1, clkdlybuf4s50_1, nor2_1, ha_1, inv_1
- Register pins left without a clock: 32
- Max-slew headroom: about 48%
- Post-Syn Area: ~5600 um2
- Largest register FFs: 32
- Area leader, netlist: ha_1
-- where the power goes --
group / switching [mW] / internal, mW
registers: 0.000351 / 0.00527
clock network: 0 / 0
logic: 0.116 / 0.0749
-- cells in the mapped netlist (all sizes together), types with 18 or more instances --
library cell / count
xnor2: 19
dlxtn: 32
nand2: 37
inv: 64
ha: 63
a21oi: 107
o22ai: 28
nand3: 33
nor2: 70
o211ai: 18
clkbuf: 40
o21ai: 49
-- worst paths after layout --
path / startpoint / endpoint / slack (ns) / depth (start not counted)
setup / recovery: b[5] / zero / 6.26 / 15
hold / removal: b[31] / zero / 8.58 / 5
-- critical path, cell delays in order --
cell             delay (ns)
clkdlybuf4s50_1        0.55
inv_1                  0.06
ha_1                   0.52
inv_1                  0.12
a221oi_1               0.71
a2111oi_4              0.22
o31ai_1                0.34
a21oi_1                0.14
o41a_1                 0.34
xnor2_1                0.16
o221ai_1               0.15
nor4_1                 0.53
nand4b_1               0.23
nor4b_2                0.25
clkdlybuf4s50_1        0.50
-- cell families (layout without fill, tap and decap cells) --
group,count (synthesis),in the layout,synth area share (%)
multiplexers,5,5,0.922
AND-OR/OR-AND,334,334,39.4
XOR/XNOR,30,30,4.72
buffers and inverters,121,173,8.52
latches,32,32,8.63
adder cells (fa/ha/maj),73,73,16.3
AND/OR/NAND/NOR,234,234,21.4
-- metal layers --
layer	vias to the layer above	GRT usage (%)
met1	3079	53.7
li1	3238	-
met3	32	1.85
met5	-	0
met2	316	51.3
met4	0	8.90
-- area by class of cell --
| type | count | area share, % |
|---|---|---|
| Multi-Input combinational cell | 676 | 70.2 |
| Timing Repair Buffer | 109 | 16.1 |
| Sequential cell | 32 | 7.32 |
| Inverter | 64 | 3.66 |
| Tap cell | 140 | 2.67 |
Power figures rest on the tool's default switching activity, not on a simulated workload.
